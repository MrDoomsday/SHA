==> flow/design.v <==
module packet_alignment (
    input logic clk,
    input logic reset_n,
    output  logic               o_tready_in,
    input   logic               i_tvalid_in,
    input   logic   [511:0]     i_tdata_in,
    input   logic   [63:0]      i_tkeep_in,
    input   logic               i_tlast_in,
    input   logic               i_tready_out,
    output  logic               o_tvalid_out,
    output  logic   [511:0]     o_tdata_out,
    output  logic               o_tlast_out 
);
    assign o_tready_in  = i_tready_out;
    assign o_tvalid_out = i_tvalid_in;
    assign o_tdata_out  = i_tdata_in;
    assign o_tlast_out  = i_tlast_in;
endmodule
module sha1_top (
    input bit clk,
    input bit reset_n,
    output  bit               o_tready,
    input   bit               i_tvalid,
    input   bit   [511:0]     i_tdata,
    input   bit   [63:0]      i_tkeep, 
    input   bit               i_tlast,
    input   bit               i_sha_tready,
    output  bit               o_sha_tvalid,
    output  bit [159:0]       o_sha_tdata
);
reg pa_ready_out;
wire pa_valid_out;
wire [511:0] pa_data_out;
wire pa_tlast_out;
wire unit_ready_in;
reg unit_valid_in;
reg [511:0] unit_data_in;
reg [31:0] unit_A_in, unit_B_in, unit_C_in, unit_D_in, unit_E_in;
reg unit_ready_out;
wire unit_valid_out;
wire [31:0] unit_A_out, unit_B_out, unit_C_out, unit_D_out, unit_E_out;
localparam A_init = 32'h67452301;
localparam B_init = 32'hEFCDAB89;
localparam C_init = 32'h98BADCFE;
localparam D_init = 32'h10325476;
localparam E_init = 32'hC3D2E1F0;
bit [31:0] A, B, C, D, E; 
enum logic [1:0] {WAIT_START, WAIT_COMPLETE, WAIT_NEW_DATA, SEND_RESULT} state, state_next;
bit last_reg;
packet_alignment packet_alignment_inst(
    .clk    (clk),
    .reset_n(reset_n),
    .o_tready_in(o_tready),
    .i_tvalid_in(i_tvalid),
    .i_tdata_in (i_tdata),
    .i_tkeep_in (i_tkeep),
    .i_tlast_in (i_tlast),
    .i_tready_out   (pa_ready_out),
    .o_tvalid_out   (pa_valid_out),
    .o_tdata_out    (pa_data_out),
    .o_tlast_out    (pa_tlast_out)
);
sha1_unit sha1_unit_inst(
    .clk    (clk),
    .reset_n(reset_n),
    .o_tready_in(unit_ready_in),
    .i_tvalid_in(unit_valid_in),
    .i_data_in  (unit_data_in), 
    .i_A(unit_A_in), 
    .i_B(unit_B_in), 
    .i_C(unit_C_in), 
    .i_D(unit_D_in), 
    .i_E(unit_E_in), 
    .i_tready_out(unit_ready_out),
    .o_tvalid_out(unit_valid_out),
    .o_A(unit_A_out), 
    .o_B(unit_B_out), 
    .o_C(unit_C_out), 
    .o_D(unit_D_out), 
    .o_E(unit_E_out)
);
always_ff @ (posedge clk or negedge reset_n)
    if(!reset_n) state <= WAIT_START;
    else state <= state_next;
always_comb begin
    state_next = state;
    pa_ready_out = ~pa_valid_out;
    unit_A_in = A;
    unit_B_in = B;
    unit_C_in = C;
    unit_D_in = D;
    unit_E_in = E;
    unit_valid_in = 1'b0;
    unit_data_in = pa_data_out;
    unit_ready_out = 1'b1;
    case(state)
        WAIT_START: begin
            pa_ready_out = unit_ready_in & ~o_sha_tvalid; 
            unit_valid_in = pa_valid_out & ~o_sha_tvalid;
            unit_A_in = A_init;
            unit_B_in = B_init;
            unit_C_in = C_init;
            unit_D_in = D_init;
            unit_E_in = E_init;
            if(pa_valid_out && pa_ready_out) begin
                state_next = WAIT_COMPLETE;
            end
        end
        WAIT_COMPLETE: begin
            if(unit_valid_out) begin
                if(last_reg) state_next = SEND_RESULT;
                else state_next = WAIT_NEW_DATA;
            end
        end
        WAIT_NEW_DATA: begin
            pa_ready_out = unit_ready_in;
            unit_valid_in = pa_valid_out;
            if(pa_valid_out && pa_ready_out) begin
                state_next = WAIT_COMPLETE;
            end
        end
        SEND_RESULT: begin
            if(i_sha_tready) state_next = WAIT_START;
        end
        default: begin
            state_next = WAIT_START;
        end
    endcase
end
always_ff @ (posedge clk or negedge reset_n)
    if(!reset_n) last_reg <= 1'b0;
    else if(((state == WAIT_START) || (state == WAIT_NEW_DATA)) && pa_valid_out && pa_ready_out) last_reg <= pa_tlast_out;
always_ff @ (posedge clk) begin
    if((state == WAIT_START) && pa_valid_out && pa_ready_out) begin
        A <= A_init;
        B <= B_init;
        C <= C_init;
        D <= D_init;
        E <= E_init;
    end
    else if((state == WAIT_COMPLETE) && unit_valid_out) begin
        A <= A + unit_A_out;
        B <= B + unit_B_out;
        C <= C + unit_C_out;
        D <= D + unit_D_out;
        E <= E + unit_E_out;
    end
end
always_ff @ (posedge clk or negedge reset_n)
    if(!reset_n) o_sha_tvalid <= 1'b0;
    else if((state == WAIT_COMPLETE) && unit_valid_out && last_reg ) o_sha_tvalid <= 1'b1;
    else if(i_sha_tready) o_sha_tvalid <= 1'b0;
assign o_sha_tdata = {A, B, C, D, E};
endmodule
module sha1_unit (
    input logic clk,
    input logic reset_n,
    output  logic                   o_tready_in,
    input   logic                   i_tvalid_in,
    input   logic   [15:0][31:0]    i_data_in, 
    input   logic   [31:0]          i_A, i_B, i_C, i_D, i_E, 
    input   logic               i_tready_out,
    output  logic               o_tvalid_out,
    output  logic [31:0]        o_A, o_B, o_C, o_D, o_E
);
bit processing;
bit [7:0] iteration; 
bit [31:0] A_reg, B_reg, C_reg, D_reg, E_reg;
bit [31:0] A_next, B_next, C_next, D_next, E_next;
bit update;
bit [31:0] F;
bit [31:0] Kt;
bit [15:0][31:0] Wt;
always_ff @ (posedge clk or negedge reset_n)
    if(!reset_n) begin
        processing <= 1'b0;
        iteration <= 8'h0;
    end
    else if(o_tready_in) begin
        processing <= i_tvalid_in;
        iteration <= 8'h0;
    end
    else begin
        processing <= i_tready_out & o_tvalid_out ? 1'b0 : processing; 
            if(iteration[7:1] < 7'd80) iteration <= iteration + 8'h1;
    end
assign o_tready_in = ~processing;
always_ff @ (posedge clk) begin
    if(o_tready_in && i_tvalid_in) begin 
        A_reg <= i_A;
        B_reg <= i_B;
        C_reg <= i_C;
        D_reg <= i_D;
        E_reg <= i_E;
    end
    else if(update) begin 
        A_reg <= A_next;
        B_reg <= B_next;
        C_reg <= C_next;
        D_reg <= D_next;
        E_reg <= E_next;
    end
end
wire [31:0] Wt15_next = Wt[0] ^ Wt[2] ^ Wt[8] ^ Wt[13];
always_ff @ (posedge clk) begin
    if(o_tready_in && i_tvalid_in) begin
        {Wt[0], Wt[1], Wt[2], Wt[3], Wt[4], Wt[5], Wt[6], Wt[7], Wt[8], Wt[9], Wt[10], Wt[11], Wt[12], Wt[13], Wt[14], Wt[15]} <= i_data_in;
    end
    else if(update) begin
        Wt[0] <= Wt[1];
        Wt[1] <= Wt[2];
        Wt[2] <= Wt[3];
        Wt[3] <= Wt[4];
        Wt[4] <= Wt[5];
        Wt[5] <= Wt[6];
        Wt[6] <= Wt[7];
        Wt[7] <= Wt[8];
        Wt[8] <= Wt[9];
        Wt[9] <= Wt[10];
        Wt[10] <= Wt[11];
        Wt[11] <= Wt[12];
        Wt[12] <= Wt[13];
        Wt[13] <= Wt[14];
        Wt[14] <= Wt[15];
        Wt[15] <= {Wt15_next[30:0], Wt15_next[31]};
    end
end
always_comb begin
        if((iteration[7:1] >= 7'd0) && (iteration[7:1] <= 7'd19)) begin
            F = ((B_reg & C_reg) | (~B_reg & D_reg));
            Kt = 32'h5A827999;
        end
        else if((iteration[7:1] >= 7'd20) && (iteration[7:1] <= 7'd39)) begin
            F = (B_reg ^ C_reg ^ D_reg);
            Kt = 32'h6ED9EBA1;
        end
        else if((iteration[7:1] >= 7'd40) && (iteration[7:1] <= 7'd59)) begin
            F = ((B_reg & C_reg) | (B_reg & D_reg) | (C_reg & D_reg));
            Kt = 32'h8F1BBCDC;
        end
        else if((iteration[7:1] >= 7'd60) && (iteration[7:1] <= 7'd79)) begin
            F = (B_reg ^ C_reg ^ D_reg);
            Kt = 32'hCA62C1D6;
        end
        else begin
            F = 32'h0;
            Kt = 32'h0;
        end
end
    bit [31:0] A_pipe, B_pipe, C_pipe, D_pipe, E_pipe;
    bit [31:0] FplusE;
    bit [31:0] WtplusKt;
    always_ff @ (posedge clk) begin
        FplusE <= E_reg + F;
        WtplusKt <= Wt[0] + Kt;
        A_pipe <= A_reg;
        B_pipe <= B_reg;
        C_pipe <= C_reg;
        D_pipe <= D_reg;
        E_pipe <= E_reg;
    end
    always_comb begin
        update = iteration[7:1] < 7'd80 & processing & iteration[0];
        A_next = FplusE + {A_pipe[26:0], A_pipe[31:27]} + WtplusKt;
        B_next = A_pipe;
        C_next = {B_pipe[1:0], B_pipe[31:2]};
        D_next = C_pipe;
        E_next = D_pipe;
    end
    always_ff @ (posedge clk or negedge reset_n)
        if(!reset_n) o_tvalid_out <= 1'b0;
        else if(update && iteration[7:1] == 8'd79) o_tvalid_out <= 1'b1;
        else if(i_tready_out) o_tvalid_out <= 1'b0;
    always_ff @ (posedge clk) begin
        if(update && iteration[7:1] == 8'd79) begin
            o_A <= A_next;
            o_B <= B_next;
            o_C <= C_next;
            o_D <= D_next;
            o_E <= E_next;
        end
    end
endmodule
==> flow/run.sh <==
#!/bin/bash
# OpenROAD 26Q1-2900-gdf79404cd8, Yosys 0.63+post, stock flow scripts
make -C /OpenROAD-flow-scripts/flow DESIGN_CONFIG=/design/flow/config.mk WORK_HOME=/design/flow/orfs finish
==> flow/config.mk <==
export PLATFORM = sky130hd
export DESIGN_NAME = sha1_top
export DESIGN_NICKNAME = sha1_top
export VERILOG_FILES = /design/flow/design.v
export SDC_FILE = /design/flow/constraint.sdc
export NUM_CORES = 4
export LEC_CHECK = 1
export CORE_UTILIZATION = 50
==> flow/constraint.sdc <==
current_design sha1_top

set clk_period 171.1
set clk_io_pct 0.2

create_clock -name clk0 -period $clk_period [get_ports {clk}]

set non_clock_inputs [all_inputs -no_clocks]
set_input_delay [expr $clk_period * $clk_io_pct] -clock clk0 $non_clock_inputs
set_output_delay [expr $clk_period * $clk_io_pct] -clock clk0 [all_outputs]
==> Slide: Implementation Results <==
Flow Results at a Glance

Final layout
  – Fill count: roughly 9,300
  – Layout cells sized above 1: under 10%
  – Layout Area Growth over Synthesis: 21.74%
  – Max FFs per register: 512
  – Biggest register: sha1_unit_inst.Wt

Worst setup path
  – Startpoint Class: primary input
  – Launching point of the worst reg2reg path: sha1_unit_inst.iteration[7]
  – Critical Path RT: about 140 ns
  – Reg2Reg Setup Slack: between 150 and 200 ns
  – WP data arrival: around 35 ns
  – Crit path to: o_tready
  – Reg2Reg Depth: 20
  – Critical path origin: i_tvalid
  – CP Class: in2out
  – Worst Setup End Kind: output pin
  – Worst r2r dst: sha1_unit_inst.FplusE[30]
  – Crit-path max FO: 2

Global routing
  – Initial antenna violation count: 66
  – Gr usage total: about a third
  – GRT overflow: 0
  – Vias in the first global route: 41,710
  – Global-route wire length before repair: ~270 mm
  – Largest net degree at the start of global routing: between 150 and 200

Placement
  – Dpl hpwl: 142.5 mm
  – Port bufs: just under 700
  – Gpl congestion: 0.9829

Synthesis
  – Flops out of synthesis: approximately 1,200
  – XOR Share, Synth: 4.724%
  – Cell Area, Synth: 58,190 µm²
  – Post-Synth Adder-Cell Area: approximately 8.4%
  – Yosys stat area: just under 60,000 µm²
  – Post-synth mux share: 0.1742%
  – Synth area leaders: edfxtp_1 (43%), dfxtp_1 (12%), nand2_1 (12%)
  – Cell Type Count: roughly 86
  – Register share after synthesis: a little under three fifths
  – FFs w/ async S/R, synth: roughly 1.3%
  – Yosys top cell by area: edfxtp_1
  – Top logic family: simple AND/OR/NAND/NOR gates
  – Post-synth EDFFs: 832
  – Top cell area share: about 43%
  – Compound Share, Synth: between 10% and 20%
  – Commonest flop: edfxtp_1
  – Yosys warns: 2
  – # Cells Yosys: around 5,700
  – Synth Area in Simple Gates: between 10% and 20%
  – Avg Cell Area, Syn: roughly 10 µm²
  – Cells after synthesis: 5,694

Final timing
  – Setup Skew: about 0.02 ns
  – Worst Tran Pin Value: 0.9407 ns
  – Fmax: between 0.01 and 0.015 GHz
  – RSZ-0062 raised after global routing: no
  – Slew headroom: a little over a third
  – Setup tns final: 0 ns
  – Endpoints failing setup: 0
  – Final Max Tran Viols: 0
  – Final Hold Viols: 0
  – Min Tclk post-route: between 60 and 70 ns
  – Final period util: between 40 and 50%

Drt
  – TritonRoute pass-1 iters: 5
  – DR top layer: met5
  – DRT iter0 DRCs: around 3,300
  – Post-DR wirelength/cell: roughly 24 µm
  – WL final: 190.5 mm
  – Metal-1 WL: just over 70 mm
  – WL met3: around 17 mm
  – Via count: between 40,000 and 50,000
  – DRC: 0
  – Met2 Wirelength: approximately 93 mm
  – Final antenna-violating net count: 0
  – Vias/cell: around 5.5

CTS
  – CTS Hold Bufs: 0
  – Worst-path clk slew: around 0.060 ns
  – CTS Root Cell: clkbuf_16
  – Max clock buf depth: 3
  – Worst skew pair latency: 0.74 ns
  – CTS Buf Count: 135
  – H-tree levels: 4
  – Resize count post-CTS: 0
  – Post-CTS setup buffers: 0
  – CTS tree: yes
  – CTS Sinks: 1,200

Power and ir drop
  – Maximum vdd drop: approximately 0.014 mV
  – Total power: 0.8084 mW
  – P_leak: ~29 nW
  – Power Density: 11.41 nW/µm²

Floorplan
  – Num ports: 743
  – Num rows: 124
  – Die X: about 340 µm
  – Die area: between 100,000 and 150,000 µm²
  – DIE HEIGHT: 343.1 µm
  – FP Core Util: about half
  – Core ar.: 114,800 µm²

Flow run
  – Max Cap Violations: 0
  – Log Warnings: between 100 and 150

Status
  – Status: complete, no violations

Hold path
  – Hold WC Path Type: reg2reg
metrics by stage:
step / hold WS, ns / cell area, µm² / setup slack [ns] / utilization (%) / std cells
after floorplan: 0.3233 / 58190 / 102.56 / - / 5694
after global placement: 0.3238 / 66450 / 101.53 / 57.88 / 7686
after detailed placement: 0.3269 / 66450 / 101.49 / 57.88 / 7686
after CTS: 0.3379 / 70770 / 101.49 / 61.64 / 7928
after global routing: 0.3485 / 70830 / 101.44 / 61.69 / 7952
final: 0.3390 / 70840 / 101.49 / 61.70 / 7956
critical path: stages:
cell             delay (ns)
clkdlybuf4s50_1        0.43
o22ai_1                0.22
clkdlybuf4s50_1        0.52
synth_stat cells (9+ instances only):
master,count
or3_1,17
xnor2_1,236
a221o_1,38
dfxtp_1,352
nor3b_1,10
o31ai_1,9
a21oi_1,329
and2_1,10
o211ai_1,54
edfxtp_1,832
a21o_1,125
a32o_1,75
ha_1,267
a31oi_1,30
fa_1,70
inv_1,139
nand2b_1,34
a211oi_1,29
dfrtp_1,15
nand4_1,16
o21bai_1,33
mux2i_1,9
o21ai_0,200
clkbuf_1,232
nor3_1,51
and3_1,30
nor2_1,263
buf_1,19
nor2b_1,33
maj3_1,10
xor2_1,76
nand2_1,1806
nand3_1,74
o21a_1,16
cell families after synthesis:
group	after synthesis
and+or+nand+nor	2385
adders and majority gates	349
DFF	1200
AOI/OAI and AO/OA	1040
muxes	10
buffers and inverters	397
xor gates and xnor gates	313
worst min path at each step:
| stage | from | end | cells past startpoint |
|---|---|---|---|
| finish | sha1_unit_inst.A_reg[14] | sha1_unit_inst.A_pipe[14] | 0 |
| global route | sha1_unit_inst.A_reg[17] | sha1_unit_inst.A_pipe[17] | 0 |
| CTS | sha1_unit_inst.A_reg[8] | sha1_unit_inst.A_pipe[8] | 0 |
final cells by class:
class	count	area (µm²)	share of cell area, %
Multi-Input combinational cell	4097	24310	34.32
Tap cell	1512	1892	2.671
Timing Repair Buffer	737	7292	10.29
Antenna cell	28	70.07	0.09892
Sequential cell	1200	32430	45.79
Clock inverter	51	496.7	0.7012
Inverter	140	525.5	0.7419
Clock buffer	191	3816	5.387
report_power, final:
part           internal [mW]  leakage, nW  switching [mW]
clock network          0.167         2.10           0.118
registers              0.333         10.6          0.0207
logic                 0.0783         16.0          0.0914
total                  0.578         28.7           0.231
per-layer routing:
layer	up-vias	GRT usage (%)
met1	20870	48.83
met3	351	11.18
met4	60	13.43
met2	1534	54.17
met5	-	0
li1	21120	-
placed cells by master, fill, tap and decap left out, types with 40 or more instances in the layout:
master / synthesis / layout
clkbuf_16: 0 / 141
a21o_1: 125 / 125
a32o_1: 75 / 75
o211ai_1: 54 / 54
nand3_1: 74 / 74
a21oi_1: 329 / 329
xnor2_1: 236 / 236
o21ai_0: 200 / 199
xor2_1: 76 / 76
ha_1: 267 / 267
nand2_1: 1806 / 1803
inv_1: 139 / 139
buf_4: 0 / 54
fa_1: 70 / 70
nor2_1: 263 / 263
clkdlybuf4s50_1: 0 / 678
clkbuf_1: 232 / 40
dfxtp_1: 352 / 352
edfxtp_1: 832 / 832
nor3_1: 51 / 49
No activity file was given, so power comes from the tool's default toggle rates.
